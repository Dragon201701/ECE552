File: /design/flow/config.mk
export PLATFORM = sky130hd
export DESIGN_NAME = regFilecode
export DESIGN_NICKNAME = regFilecode
export VERILOG_FILES = /design/flow/design.v
export SDC_FILE = /design/flow/constraint.sdc
export NUM_CORES = 4
export LEC_CHECK = 1
export CORE_UTILIZATION = 30
File: /design/flow/constraint.sdc
current_design regFilecode

set clk_period 4.2
set clk_io_pct 0.2

create_clock -name clk0 -period $clk_period [get_ports {clk}]

set non_clock_inputs [all_inputs -no_clocks]
set_input_delay [expr $clk_period * $clk_io_pct] -clock clk0 $non_clock_inputs
set_output_delay [expr $clk_period * $clk_io_pct] -clock clk0 [all_outputs]
File: /design/flow/design.v
module regFilecode (clk, rst, wr_en, read1_sel, read2_sel, write1_sel, data_in, read1_out, read2_out, err);
	parameter N = 16;
	input clk, rst, wr_en;
	input	[2:0]	read1_sel, read2_sel, write1_sel;
	input	[N-1:0]	data_in;
	output reg [N-1:0]	read1_out, read2_out;
	output reg err;
	wire [N-1:0] out_0, out_1, out_2, out_3, out_4, out_5, out_6, out_7;
	wire [7:0] decode_out_r1, decode_out_r2, decode_out_w1, en;
	reg16 in_0(.D(data_in[15:0]), .clk(clk), .rst(rst), .en(en[0]), .Q(out_0[15:0]));
	reg16 in_1(.D(data_in[15:0]), .clk(clk), .rst(rst), .en(en[1]), .Q(out_1[15:0]));
	reg16 in_2(.D(data_in[15:0]), .clk(clk), .rst(rst), .en(en[2]), .Q(out_2[15:0]));
	reg16 in_3(.D(data_in[15:0]), .clk(clk), .rst(rst), .en(en[3]), .Q(out_3[15:0]));
	reg16 in_4(.D(data_in[15:0]), .clk(clk), .rst(rst), .en(en[4]), .Q(out_4[15:0]));
	reg16 in_5(.D(data_in[15:0]), .clk(clk), .rst(rst), .en(en[5]), .Q(out_5[15:0]));
	reg16 in_6(.D(data_in[15:0]), .clk(clk), .rst(rst), .en(en[6]), .Q(out_6[15:0]));
	reg16 in_7(.D(data_in[15:0]), .clk(clk), .rst(rst), .en(en[7]), .Q(out_7[15:0]));
	dec3to8 decode_read1(.in(read1_sel[2:0]), .out(decode_out_r1[7:0]));
	dec3to8 decode_read2(.in(read2_sel[2:0]), .out(decode_out_r2[7:0]));
	dec3to8 decode_out1(.in(write1_sel[2:0]), .out(decode_out_w1[7:0]));
always @ (*) begin
	err <= 1'b0;
	case (decode_out_r1[7:0])
		8'b00000001: read1_out[15:0] <= out_0[15:0]; 
		8'b00000010: read1_out[15:0] <= out_1[15:0]; 
		8'b00000100: read1_out[15:0] <= out_2[15:0]; 
		8'b00001000: read1_out[15:0] <= out_3[15:0]; 
		8'b00010000: read1_out[15:0] <= out_4[15:0]; 
		8'b00100000: read1_out[15:0] <= out_5[15:0]; 
		8'b01000000: read1_out[15:0] <= out_6[15:0]; 
		8'b10000000: read1_out[15:0] <= out_7[15:0]; 
		default: err <= 1'b1;
        endcase
end
always @ (*) begin
	case (decode_out_r2[7:0])
		8'b00000001: read2_out[15:0] <= out_0[15:0]; 
		8'b00000010: read2_out[15:0] <= out_1[15:0]; 
		8'b00000100: read2_out[15:0] <= out_2[15:0]; 
		8'b00001000: read2_out[15:0] <= out_3[15:0]; 
		8'b00010000: read2_out[15:0] <= out_4[15:0]; 
		8'b00100000: read2_out[15:0] <= out_5[15:0]; 
		8'b01000000: read2_out[15:0] <= out_6[15:0]; 
		8'b10000000: read2_out[15:0] <= out_7[15:0]; 
		default: err <= 1'b1;
        endcase
end
        assign en = wr_en ? decode_out_w1[7:0] : 8'b00000000;
endmodule
module reg16 (D, clk, rst, en, Q);
	parameter N = 16;
	input	clk, rst, en;
	input	[N-1:0]	D;
	output	[N-1:0]	Q;
	wire 	[N-1:0]	in, out;
	assign in = (en)? D : out;
	assign Q = out;
	dff dff_0(.d(in[0]), .clk(clk), .rst(rst), .q(out[0]));
	dff dff_1(.d(in[1]), .clk(clk), .rst(rst), .q(out[1]));
	dff dff_2(.d(in[2]), .clk(clk), .rst(rst), .q(out[2]));
	dff dff_3(.d(in[3]), .clk(clk), .rst(rst), .q(out[3]));
	dff dff_4(.d(in[4]), .clk(clk), .rst(rst), .q(out[4]));
	dff dff_5(.d(in[5]), .clk(clk), .rst(rst), .q(out[5]));
	dff dff_6(.d(in[6]), .clk(clk), .rst(rst), .q(out[6]));
	dff dff_7(.d(in[7]), .clk(clk), .rst(rst), .q(out[7]));
	dff dff_8(.d(in[8]), .clk(clk), .rst(rst), .q(out[8]));
	dff dff_9(.d(in[9]), .clk(clk), .rst(rst), .q(out[9]));
	dff dff_10(.d(in[10]), .clk(clk), .rst(rst), .q(out[10]));
	dff dff_11(.d(in[11]), .clk(clk), .rst(rst), .q(out[11]));
	dff dff_12(.d(in[12]), .clk(clk), .rst(rst), .q(out[12]));
	dff dff_13(.d(in[13]), .clk(clk), .rst(rst), .q(out[13]));
	dff dff_14(.d(in[14]), .clk(clk), .rst(rst), .q(out[14]));
	dff dff_15(.d(in[15]), .clk(clk), .rst(rst), .q(out[15]));
endmodule
module dec3to8 (in, out);
	input	[2:0]	in;
	output	[7:0]	out;
	assign out[0] = ~in[0]&~in[1]&~in[2];
	assign out[1] = in[0]&~in[1]&~in[2];
	assign out[2] = ~in[0]&in[1]&~in[2];
	assign out[3] = in[0]&in[1]&~in[2];
	assign out[4] = ~in[0]&~in[1]&in[2];
	assign out[5] = in[0]&~in[1]&in[2];
	assign out[6] = ~in[0]&in[1]&in[2];
	assign out[7] = in[0]&in[1]&in[2];
endmodule
module dff (
            q,
            d, clk, rst
            );
    output         q;
    input          d;
    input          clk;
    input          rst;
    reg            state;
    assign #(1) q = state;
    always @(posedge clk) begin
      state = rst? 0 : d;
    end
endmodule
File: /design/flow/run.sh
#!/bin/bash
# OpenROAD 26Q1-2900-gdf79404cd8, Yosys 0.63+post, stock flow scripts
make -C /OpenROAD-flow-scripts/flow DESIGN_CONFIG=/design/flow/config.mk WORK_HOME=/design/flow/orfs finish
==> results.py <==
# Physical implementation metrics
metrics = {
    "clock_network": {
        "cts_hold_repair.buffers": 0,
        "cts_buffer_depth": 2,
        "postCtsSetupBuffers": 0,
        "cts_buffers": 17,
        "cts_tree": "built",
        "clkLatencyLatePin_ns": 0.41,
        "clock-root-buffer": "clkbuf_16",
        "htree_num_levels": 4,
        "clk_pin_slew_ns": 0.05,
    },
    "yosys": {
        "avgSynthCellArea_sq_um": 7.88,
        "topCellsByArea": "dfxtp_1 35%, nand2_1 13%, a21oi_1 8.8%",
        "synth_area_sq_um": 7380,
        "synth_flops": 160,
        "ys_cells": 937,
        "syn-instance-count": 937,
        "synth_top_cell_by_area": "dfxtp_1",
        "synth_top_area_share_pct": 34.7,
        "edf_count": 0,
        "yosysUniqueCellTypes": 40,
        "yosys_warnings": 4,
        "yosysChipArea_sq_um": 7380,
        "synth-main-ff-cell": "dfxtp_1",
        "async_reset_ff_share_pct": 0,
    },
    "timing": {
        "fin_crit_sh_pct": 98.6,
        "setup_viol": 0,
        "fin_crit_ns": 4.14,
        "fmax_mhz": 242,
        "hold_violations": 0,
        "skew_ns": 0,
        "fin_setup_tns_ns": 0,
        "slew_headroom_pct": 39.0,
        "maxSlewViolCount": 0,
        "unconstrained_endpoints": 32,
        "unclocked_pins": 32,
        "rsz0062_at_grt": "no",
        "timing_worst_slew_pin_value_ns": 0.912,
    },
    "worst_setup_path": {
        "crit_arrival_ns": 3.30,
        "reg2reg_from": "in_4.dff_0.state$_SDFFE_PP0P_",
        "cpLargestDelayFamily": "buffers and inverters",
        "worstSetupPathType": "in -> out",
        "critPathBufInv": 3,
        "max_stage_delay_ns": 0.45,
        "cp_max_fo": 25,
        "cp_cell_sequence": "clkdlybuf4s50_1 > clkbuf_8 > nor2b_4 > and2_4 > a221oi_1 > nor2_1 > dlxtn_1 > clkdlybuf4s50_1",
        "crit_start": "read1_sel[1]",
        "crit_slowest_cell": "clkdlybuf4s50_1",
        "start_kind": "input port",
        "crit_required_ns": 3.36,
        "cp_common_cell": "clkdlybuf4s50_1",
        "cp-end-kind": "primary output",
    },
    "place": {
        "portBuffers": 59,
        "place_hpwl_mm": 14.2,
        "dp_cells": 1288,
        "gp_congestion": 0.873,
        "placed_area_sq_um": 8190,
    },
    "global_route": {
        "grt_pass1_wl_mm": 36.6,
        "grt_max_degree": 63,
        "grt_pass1_vias": 6107,
        "antenna_found_initial": 1,
        "overflow": 0,
        "grt_usage_pct": 19.3,
    },
    "min_path": {
        "hold_start": "in_4.dff_6.state$_SDFFE_PP0P_",
        "hold_path.class": "reg -> reg",
    },
    "run": {
        "drv_cap": 0,
        "warnings": 25,
    },
    "floorplanning": {
        "die_w_um": 159,
        "core_sq_um": 24200,
        "die_area_sq_um": 25200,
        "die_h_um": 159,
        "ioPinCount": 61,
        "num_rows": 57,
        "fp_util_pct": 30.5,
    },
    "routing": {
        "wl_per_cell_um": 18.4,
        "drt-initial-drc-count": 517,
        "drc": 0,
        "antennaDiodeCount": 0,
        "antenna_left": 0,
        "drtPass1Iterations": 5,
        "viasPerCell": 5.09,
        "wl_mm": 24.3,
        "num_vias": 6734,
    },
    "layout": {
        "final_util_pct": 36.8,
        "syn_to_final_growth_pct": 20.7,
        "fillers": 2487,
        "drive_gt1_share_pct": 11.0,
        "reg_top3": "read1_out x16, read2_out x16",
        "final_cells": 1324,
        "design_area_sq_um": 8910,
    },
    "pwr": {
        "power_density_nw_per_um2": 351,
        "comb_power_share_pct": 11.5,
        "p_sw_uw": 781,
        "clockPowerShare_pct": 47.4,
        "p_leak_nw": 3.25,
        "p_int_mw": 2.35,
        "p_sw_share_pct": 25.0,
        "ir_worst_vdd_mv": 0.283,
        "power.share.sequential_pct": 41.1,
    },
    "outcome": {
        "status": "complete, no violations",
    },
}
-- cells by family after synthesis --
logic type	count (synthesis)	share of synthesized area [%]
AND/OR/NAND/NOR	383	21.5
AND-OR/OR-AND	227	20.5
flip-flops	128	34.7
buffers and inverters	104	7.17
multiplexers	61	9.51
latches	32	6.51
other	2	0.102
-- synth_stat cells, types with 3 or more instances --
cell       number
dfxtp_1       128
a22oi_1         3
nor2_1         75
buf_4           7
a22o_1         13
o22ai_1        14
a21oi_1       130
buf_2          41
mux2_2          7
a221oi_2        9
dlxtn_1        32
mux2i_1        42
nand3_1         4
mux4_2          3
nor2b_1        18
o2bb2ai_1      15
buf_6           6
nand2b_1        6
nand2_1       262
nor2_2          6
clkbuf_1       30
inv_1          18
a221oi_1       36
mux2_4          9
-- worst register-to-register path, stage by stage (launching register included) --
cell and delay [ns]:
dfxtp_1 0.37, nand2_1 0.06, a21oi_1 0.16
-- through the flow --
stage          power (mW)  setup WS (ns)  hold slack, ns
2_1_floorplan        1.53           1.32           0.436
3_3_place_gp         1.65         -0.627           0.443
3_5_place_dp         1.65         -0.652           0.448
4_1_cts              3.12       0.000452           0.455
5_1_grt              3.22         0.0110           0.473
6_report             3.13         0.0600           0.454
-- worst paths after layout --
check	endpoint	cells past startpoint	slack, ns
hold / removal	in_4.dff_6.state$_SDFFE_PP0P_	2	0.45
hold reg to reg	in_4.dff_6.state$_SDFFE_PP0P_	2	0.45
setup / recovery	read1_out[2]	8	0.06
setup reg to reg	in_4.dff_0.state$_SDFFE_PP0P_	2	3.54
-- metal layers --
layer / track usage [%] / share of wire [%]
met5: 0 / 0.037
met1: 28.0 / 44
met3: 4.80 / 9.8
met4: 3.19 / 1.7
met2: 30.1 / 45
-- power by group through the flow --
stage,clock network [mW],logic (mW),registers [mW]
6_report,1.48,0.360,1.29
5_1_grt,1.54,0.385,1.29
4_1_cts,1.49,0.348,1.29
-- layout by cell type, fill, tap and decap left out, drive strengths merged --
master	netlist	layout
a21oi	130	130
bufinv	0	2
nor2	81	81
mux2i	42	42
o21ai	2	2
inv	18	16
mux2	16	16
nand2	263	263
dlxtn	32	32
nand4	1	1
a22oi	3	3
clkinvlp	0	4
mux4	3	3
clkdlybuf4s50	0	54
a32o	2	2
buf	56	24
o22ai	14	14
dfxtp	128	128
and2	1	2
and2b	1	1
a22o	13	13
clkbuf	30	29
conb	2	33
nand3	5	5
nand2b	7	7
a221oi	45	45
a2bb2oi	1	1
clkinv	0	3
nor2b	20	22
nor3	2	2
or3	2	2
o2bb2ai	15	15
dlymetal6s2s	0	1
o22a	2	2
-- final cells by class --
class	instances	area [sq um]	area share (%)
clock buffer	27	513	5.76
sequential	160	3040	34.1
inverter	18	75.1	0.842
clock inverter	5	75.1	0.842
multi-input combinational	707	4000	44.9
timing repair inverter	2	15.0	0.168
tap	324	405	4.55
timing repair buffer	81	787	8.83
-- repair_timing --
| action | in CTS | in global routing |
|---|---|---|
| endpoints found under the setup margin | 31 | 21 |
| gates cloned | 4 | 2 |
| resized | 18 | 8 |
| pin swaps | 0 | 0 |
Power is estimated from default activity; no workload was simulated.
