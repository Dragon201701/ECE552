`/design/flow/config.mk`:
```
export PLATFORM = sky130hd
export DESIGN_NAME = regFile_bypass
export DESIGN_NICKNAME = regFile_bypass
export VERILOG_FILES = /design/flow/design.v
export SDC_FILE = /design/flow/constraint.sdc
export NUM_CORES = 4
export LEC_CHECK = 1
export CORE_UTILIZATION = 50
```
`/design/flow/constraint.sdc`:
```
current_design regFile_bypass

set clk_period 3.8
set clk_io_pct 0.2

create_clock -name clk0 -period $clk_period [get_ports {clk}]

set non_clock_inputs [all_inputs -no_clocks]
set_input_delay [expr $clk_period * $clk_io_pct] -clock clk0 $non_clock_inputs
set_output_delay [expr $clk_period * $clk_io_pct] -clock clk0 [all_outputs]
```
`/design/flow/design.v`:
```
module regFile (
                read1Data, read2Data, err,
                clk, rst, read1RegSel, read2RegSel, writeRegSel, writeData, writeEn
                );
  input        clk, rst;
  input [2:0]  read1RegSel;
  input [2:0]  read2RegSel;
  input [2:0]  writeRegSel;
  input [15:0] writeData;
  input        writeEn;
  output [15:0] read1Data;
  output [15:0] read2Data;
  output        err;
  parameter N = 16;
  wire [7:0] writedec_out, writeRegSel_dec;
  wire [N-1:0] R0_out, R1_out, R2_out, R3_out, R4_out, R5_out, R6_out, R7_out;
  wire en0, en1, en2, en3, en4, en5, en6, en7;
  assign en0 = writeRegSel_dec[0] & writeEn;
  assign en1 = writeRegSel_dec[1] & writeEn;
  assign en2 = writeRegSel_dec[2] & writeEn;
  assign en3 = writeRegSel_dec[3] & writeEn;
  assign en4 = writeRegSel_dec[4] & writeEn;
  assign en5 = writeRegSel_dec[5] & writeEn;
  assign en6 = writeRegSel_dec[6] & writeEn;
  assign en7 = writeRegSel_dec[7] & writeEn;
  reg16 R0(.D(writeData), .clk(clk), .rst(rst), .en(en0), .Q(R0_out));
  reg16 R1(.D(writeData), .clk(clk), .rst(rst), .en(en1), .Q(R1_out));
  reg16 R2(.D(writeData), .clk(clk), .rst(rst), .en(en2), .Q(R2_out));
  reg16 R3(.D(writeData), .clk(clk), .rst(rst), .en(en3), .Q(R3_out));
  reg16 R4(.D(writeData), .clk(clk), .rst(rst), .en(en4), .Q(R4_out));
  reg16 R5(.D(writeData), .clk(clk), .rst(rst), .en(en5), .Q(R5_out));
  reg16 R6(.D(writeData), .clk(clk), .rst(rst), .en(en6), .Q(R6_out));
  reg16 R7(.D(writeData), .clk(clk), .rst(rst), .en(en7), .Q(R7_out));
  dec3to8 decoder_write(.in(writeRegSel), .out(writeRegSel_dec));
  mux8_16 read1mux(.sel(read1RegSel), .in0(R0_out), .in1(R1_out), .in2(R2_out),
    .in3(R3_out), .in4(R4_out), .in5(R5_out), .in6(R6_out), .in7(R7_out), .out(read1Data));
  mux8_16 read2mux(.sel(read2RegSel), .in0(R0_out), .in1(R1_out), .in2(R2_out),
    .in3(R3_out), .in4(R4_out), .in5(R5_out), .in6(R6_out), .in7(R7_out), .out(read2Data));
endmodule
module regFile_bypass (
                       read1Data, read2Data, err,
                       clk, rst, read1RegSel, read2RegSel, writeRegSel, writeData, writeEn
                       );
   input        clk, rst;
   input [2:0]  read1RegSel;
   input [2:0]  read2RegSel;
   input [2:0]  writeRegSel;
   input [15:0] writeData;
   input        writeEn;
   output [15:0] read1Data;
   output [15:0] read2Data;
   output        err;
   wire [15:0] read1Out, read2Out;
   regFile registers(
                .read1Data(read1Out), .read2Data(read2Out), .err(err),
                .clk(clk), .rst(rst), .read1RegSel(read1RegSel), .read2RegSel(read2RegSel), .writeRegSel(writeRegSel), .writeData(writeData), .writeEn(writeEn)
                );
   assign read1Data = (writeEn & (read1RegSel == writeRegSel)) ? writeData : read1Out;
   assign read2Data = (writeEn & (read2RegSel == writeRegSel)) ? writeData : read2Out;
endmodule
module mux8_16 (sel, in0, in1, in2, in3, in4, in5, in6, in7, out);
	input	[2:0]	sel;
	input 	[15:0]	in0, in1, in2, in3, in4, in5, in6, in7;
	output	reg [15:0]	out;
	always @(*) begin 
		case (sel)
			3'b000: out <= in0;
			3'b001: out <= in1;
			3'b010: out <= in2;
			3'b011: out <= in3;
			3'b100: out <= in4;
			3'b101: out <= in5;
			3'b110: out <= in6;
			3'b111: out <= in7;
		endcase  
	end
endmodule
module reg16 (D, clk, rst, en, Q);
	parameter N = 16;
	input	clk, rst, en;
	input	[N-1:0]	D;
	output	[N-1:0]	Q;
	wire 	[N-1:0]	in, out;
	assign in = (en)? D : out;
	assign Q = out;
	dff dff_0(.d(in[0]), .clk(clk), .rst(rst), .q(out[0]));
	dff dff_1(.d(in[1]), .clk(clk), .rst(rst), .q(out[1]));
	dff dff_2(.d(in[2]), .clk(clk), .rst(rst), .q(out[2]));
	dff dff_3(.d(in[3]), .clk(clk), .rst(rst), .q(out[3]));
	dff dff_4(.d(in[4]), .clk(clk), .rst(rst), .q(out[4]));
	dff dff_5(.d(in[5]), .clk(clk), .rst(rst), .q(out[5]));
	dff dff_6(.d(in[6]), .clk(clk), .rst(rst), .q(out[6]));
	dff dff_7(.d(in[7]), .clk(clk), .rst(rst), .q(out[7]));
	dff dff_8(.d(in[8]), .clk(clk), .rst(rst), .q(out[8]));
	dff dff_9(.d(in[9]), .clk(clk), .rst(rst), .q(out[9]));
	dff dff_10(.d(in[10]), .clk(clk), .rst(rst), .q(out[10]));
	dff dff_11(.d(in[11]), .clk(clk), .rst(rst), .q(out[11]));
	dff dff_12(.d(in[12]), .clk(clk), .rst(rst), .q(out[12]));
	dff dff_13(.d(in[13]), .clk(clk), .rst(rst), .q(out[13]));
	dff dff_14(.d(in[14]), .clk(clk), .rst(rst), .q(out[14]));
	dff dff_15(.d(in[15]), .clk(clk), .rst(rst), .q(out[15]));
endmodule
module dec3to8 (in, out);
	input	[2:0]	in;
	output	[7:0]	out;
	assign out[0] = ~in[0]&~in[1]&~in[2];
	assign out[1] = in[0]&~in[1]&~in[2];
	assign out[2] = ~in[0]&in[1]&~in[2];
	assign out[3] = in[0]&in[1]&~in[2];
	assign out[4] = ~in[0]&~in[1]&in[2];
	assign out[5] = in[0]&~in[1]&in[2];
	assign out[6] = ~in[0]&in[1]&in[2];
	assign out[7] = in[0]&in[1]&in[2];
endmodule
module dff (
            q,
            d, clk, rst
            );
    output         q;
    input          d;
    input          clk;
    input          rst;
    reg            state;
    assign #(1) q = state;
    always @(posedge clk) begin
      state = rst? 0 : d;
    end
endmodule
```
`/design/flow/run.sh`:
```
#!/bin/bash
# OpenROAD 26Q1-2900-gdf79404cd8, Yosys 0.63+post, stock flow scripts
make -C /OpenROAD-flow-scripts/flow DESIGN_CONFIG=/design/flow/config.mk WORK_HOME=/design/flow/orfs finish
```
==> flow_summary.yaml <==
# generated from flow reports
run_status:
  outcome: "finished, final reports clean"
synth:
  ys_chip_area_mm2: 0.007144
  yosys.area.top_type: "dfxtp_1"
  synthesis.instances: 949
  ys_ff: 128
  synth_area_mm2: 0.007144
  top_cells_by_area: "dfxtp_1 (36%), nand2_1 (15%), a21oi_1 (10%)"
  top_cell: "nand2_1"
  ys_top_cells_by_count: "nand2_1 (277), a21oi_1 (149), dfxtp_1 (128)"
  ys_warn_count: 3
  yosys.stat.seqShare_pct: 35.87
  synth.distinct_cells: 45
  async_flop_share_pct: 0
  syn_area_per_cell_um2: 7.528
  synthFlopType: "dfxtp_1"
  edf_count: 0
  top_area_share_pct: 35.87
  ys_cells: 949
critical_path:
  path_buffers: 4
  path_class: "in -> out"
  worstPathRequired_ns: 3.04
  path_delay_family: "buffers and inverters"
  endpoint_kind: "primary output"
  timing.rr.start: "registers.R0.dff_15.state"
  reg2reg_slack_ns: 3.10
  crit_arrival_ns: 2.95
  crit_fanout: 32
  crit_end: "read1Data[15]"
  cpPeakStageDelay_ns: 0.53
  cp.depth: 8
  path_cells: "clkdlybuf4s50_1 -> buf_12 -> xnor2_1 -> and4_1 -> buf_12 -> mux2i_1 -> a21oi_1 -> clkdlybuf4s50_1"
  cp-startpoint: "read1RegSel[1]"
  slowest_stage: "clkdlybuf4s50_1"
  r2r-end: "registers.R0.dff_15.state"
  cp-start-kind: "primary input"
  reg2reg_depth: 2
clock_tree:
  clock-sinks: 128
  clockBufferDepth: 2
  clock_latency_ns: 0.41
  cts_setup_buffers: 0
  clk_pin_slew_ns: 0.06
  root_buffer: "clkbuf_16"
  htreeDepth: 4
  cts_made_buffers: 17
  cts_tree: "done"
pwr:
  leakagePower_nw: 3.052
  vdd_ir_drop_max_mv: 0.3822
  power_mw: 3.638
  p_per_area_mw_per_mm2: 421.4
detailed_routing:
  wl_per_cell_um: 21.00
  finalWirelength_mm: 24.99
  drc: 0
  viasPerCell: 6.034
  drt-pass1-iter-count: 5
  antenna_left: 0
  diodes: 0
  dr.first_iter.drc_count: 729
  via_count: 7180
floorplanning:
  die_area_mm2: 0.01477
  placementRows: 43
  num_io_pins: 61
  die_y_um: 121.5
  fp_util_pct: 51.27
  die_x_um: 121.5
  core_area_mm2: 0.01393
worst_hold_path:
  hold-path-cell-count: 2
  hold_class: "reg -> reg"
sta:
  hold_violations: 0
  finClkSkew_ns: 0
  period_minus_slack_ns: 3.713
  finalClockPeriodUsage_pct: 97.72
  tns_ns: 0
  drv_slew: 0
  relSlewSlack_pct: 38.74
  worst_pin_slew_ns: 0.9159
  fmax_mhz: 269.3
  setup_viol: 0
grt:
  grt_pass1_wl_mm: 38.23
  grt-ovfl-total: 0
  grt_pass1_vias: 6610
  grt_usage_pct: 35.69
  grt_max_degree: 75
  antenna_found_initial: 0
layout:
  combGateArea_mm2: 0.003998
  final_util_pct: 61.96
  regArea_mm2: 0.002562
  drive_gt1_share_pct: 11.88
  final-instance-count-excl-fill: 1190
  fin_area_mm2: 0.008635
  nFillCells: 1183
  area_growth_pct: 20.86
flow_run:
  maxCapViolCount: 0
  tool_warnings: 25
placement:
  gp_congestion: 1.019
  post-dp-hpwl_mm: 16.60
  place_area_mm2: 0.007965
  port_buffers: 59
  dpl.cell_count: 1158
[timing repair]
item,4_1_cts,5_1_grt
pin swaps,0,2
resized,2,5
setup endpoints to repair,9,14
hold endpoints to repair,0,0
cloned,0,0
hold buffers,0,0
[placed cells by master (no fill, tap or decap), types with 8 or more instances in the layout]
cell type / count
a22o_1: 13
mux2i_1: 66
clkbuf_16: 17
nand2b_1: 16
a221oi_1: 28
o22ai_1: 34
nand2_1: 277
clkdlybuf4s50_1: 54
inv_1: 24
dfxtp_1: 128
nor2b_1: 9
buf_4: 56
nor3_1: 8
o2bb2ai_1: 9
a21oi_1: 149
nor2_1: 31
[metrics by stage]
| stage | hold WS, ns | worst slack (ns) |
|---|---|---|
| 2_1_floorplan | 0.4363 | 1.323 |
| 3_3_place_gp | 0.4455 | 0.01066 |
| 3_5_place_dp | 0.4489 | -0.07849 |
| 4_1_cts | 0.4571 | 0.003224 |
| 5_1_grt | 0.4897 | -0.0007061 |
| 6_report | 0.4590 | 0.08681 |
[kinds of logic (layout without fill, tap and decap cells)]
group                  count (synthesis)  in the layout  synth area share, %
buffers and inverters                115            176                8.476
multiplexers                          67             67                9.562
flip-flops                           128            128                35.87
AND/OR/NAND/NOR                      374            374                22.47
XOR/XNOR                               6              6               0.7355
AND-OR/OR-AND                        258            258                22.84
other                                  1              1              0.05249
[report_power, final]
group	switching, mW	total [mW]	internal [mW]	leakage [nW]
sequential	0.0242	1.40	1.37	1.04
clock	0.637	1.76	1.13	0.304
combinational	0.268	0.481	0.212	1.71
total	0.929	3.64	2.71	3.05
[worst reg2reg max path, cell delays in order (launching register included)]
cell and delay (ns):
dfxtp_1 0.39, nand2_1 0.08, a21oi_1 0.16
[how the worst min path moves through the flow]
| stage | startpoint | end | slack (ns) |
|---|---|---|---|
| after CTS | registers.R2.dff_0.state | registers.R2.dff_0.state | 0.46 |
| after global routing | registers.R0.dff_6.state | registers.R0.dff_6.state | 0.49 |
| final | registers.R2.dff_0.state | registers.R2.dff_0.state | 0.46 |
[per-layer routing]
layer  vias to the layer above  track usage, %  wire (um)
li1                       3367               -          -
met1                      3423           55.60      11220
met2                       360           50.28      10780
met3                        30           10.97       2570
met4                         0           6.250        420
met5                         -               0          0
[cell type report]
class / instances / share of cell area [%]
clock buffer: 18 / 5.086
clock inverter: 14 / 2.362
inverter: 24 / 1.043
multi-input combinational: 706 / 46.30
sequential: 128 / 29.68
tap: 180 / 2.608
timing repair buffer: 120 / 12.93
Power is estimated from default activity; no workload was simulated.
