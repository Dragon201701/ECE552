File: design/flow/design.v
module decode (slbi, stu, aluOut, writeEn, writeData, writeRegSel, read2RegSel, read1RegSel, immCtl, immVal, rst, clk, jump, regRs, read1Data, read2Data, signedImmVal, err);
    input writeEn, jump, immCtl, clk, rst, slbi, stu;
    input [2:0] writeRegSel, read1RegSel, read2RegSel;
    input [15:0] writeData, aluOut;
    input [15:0] immVal;
    output err;
    output [15:0]  read1Data, read2Data;
    output [2:0] regRs;
    output [15:0] signedImmVal;
    wire [15:0] read1Out, read2Out;
    regFile decodeRegisters(
                .read1Data(read1Out), .read2Data(read2Out), .err(err),
                .clk(clk), .rst(rst), .read1RegSel(read1RegSel), .read2RegSel(read2RegSel), .writeRegSel(writeRegSel), .writeData(writeData), .writeEn(writeEn)
                );
    assign regRs = read1RegSel;
    assign signedImmVal = slbi ? immVal : immCtl ? { {8{immVal[7]}}, immVal[7:0]} : { {11{immVal[4]}} , immVal[4:0]};
    assign read1Data = (writeEn & (read1RegSel == writeRegSel)) ? writeData : read1Out;
    assign read2Data = (writeEn & (read2RegSel == writeRegSel)) ? writeData : read2Out;
endmodule
module regFile (
                read1Data, read2Data, err,
                clk, rst, read1RegSel, read2RegSel, writeRegSel, writeData, writeEn
                );
  input        clk, rst;
  input [2:0]  read1RegSel;
  input [2:0]  read2RegSel;
  input [2:0]  writeRegSel;
  input [15:0] writeData;
  input        writeEn;
  output [15:0] read1Data;
  output [15:0] read2Data;
  output        err;
  parameter N = 16;
  wire [7:0] writedec_out, writeRegSel_dec;
  wire [N-1:0] R0_out, R1_out, R2_out, R3_out, R4_out, R5_out, R6_out, R7_out;
  wire en0, en1, en2, en3, en4, en5, en6, en7;
  assign en0 = writeRegSel_dec[0] & writeEn;
  assign en1 = writeRegSel_dec[1] & writeEn;
  assign en2 = writeRegSel_dec[2] & writeEn;
  assign en3 = writeRegSel_dec[3] & writeEn;
  assign en4 = writeRegSel_dec[4] & writeEn;
  assign en5 = writeRegSel_dec[5] & writeEn;
  assign en6 = writeRegSel_dec[6] & writeEn;
  assign en7 = writeRegSel_dec[7] & writeEn;
  reg16 R0(.D(writeData), .clk(clk), .rst(rst), .en(en0), .Q(R0_out));
  reg16 R1(.D(writeData), .clk(clk), .rst(rst), .en(en1), .Q(R1_out));
  reg16 R2(.D(writeData), .clk(clk), .rst(rst), .en(en2), .Q(R2_out));
  reg16 R3(.D(writeData), .clk(clk), .rst(rst), .en(en3), .Q(R3_out));
  reg16 R4(.D(writeData), .clk(clk), .rst(rst), .en(en4), .Q(R4_out));
  reg16 R5(.D(writeData), .clk(clk), .rst(rst), .en(en5), .Q(R5_out));
  reg16 R6(.D(writeData), .clk(clk), .rst(rst), .en(en6), .Q(R6_out));
  reg16 R7(.D(writeData), .clk(clk), .rst(rst), .en(en7), .Q(R7_out));
  dec3to8 decoder_write(.in(writeRegSel), .out(writeRegSel_dec));
  mux8_16 read1mux(.sel(read1RegSel), .in0(R0_out), .in1(R1_out), .in2(R2_out),
    .in3(R3_out), .in4(R4_out), .in5(R5_out), .in6(R6_out), .in7(R7_out), .out(read1Data));
  mux8_16 read2mux(.sel(read2RegSel), .in0(R0_out), .in1(R1_out), .in2(R2_out),
    .in3(R3_out), .in4(R4_out), .in5(R5_out), .in6(R6_out), .in7(R7_out), .out(read2Data));
endmodule
module mux8_16 (sel, in0, in1, in2, in3, in4, in5, in6, in7, out);
	input	[2:0]	sel;
	input 	[15:0]	in0, in1, in2, in3, in4, in5, in6, in7;
	output	reg [15:0]	out;
	always @(*) begin 
		case (sel)
			3'b000: out <= in0;
			3'b001: out <= in1;
			3'b010: out <= in2;
			3'b011: out <= in3;
			3'b100: out <= in4;
			3'b101: out <= in5;
			3'b110: out <= in6;
			3'b111: out <= in7;
		endcase  
	end
endmodule
module reg16 (D, clk, rst, en, Q);
	parameter N = 16;
	input	clk, rst, en;
	input	[N-1:0]	D;
	output	[N-1:0]	Q;
	wire 	[N-1:0]	in, out;
	assign in = (en)? D : out;
	assign Q = out;
	dff dff_0(.d(in[0]), .clk(clk), .rst(rst), .q(out[0]));
	dff dff_1(.d(in[1]), .clk(clk), .rst(rst), .q(out[1]));
	dff dff_2(.d(in[2]), .clk(clk), .rst(rst), .q(out[2]));
	dff dff_3(.d(in[3]), .clk(clk), .rst(rst), .q(out[3]));
	dff dff_4(.d(in[4]), .clk(clk), .rst(rst), .q(out[4]));
	dff dff_5(.d(in[5]), .clk(clk), .rst(rst), .q(out[5]));
	dff dff_6(.d(in[6]), .clk(clk), .rst(rst), .q(out[6]));
	dff dff_7(.d(in[7]), .clk(clk), .rst(rst), .q(out[7]));
	dff dff_8(.d(in[8]), .clk(clk), .rst(rst), .q(out[8]));
	dff dff_9(.d(in[9]), .clk(clk), .rst(rst), .q(out[9]));
	dff dff_10(.d(in[10]), .clk(clk), .rst(rst), .q(out[10]));
	dff dff_11(.d(in[11]), .clk(clk), .rst(rst), .q(out[11]));
	dff dff_12(.d(in[12]), .clk(clk), .rst(rst), .q(out[12]));
	dff dff_13(.d(in[13]), .clk(clk), .rst(rst), .q(out[13]));
	dff dff_14(.d(in[14]), .clk(clk), .rst(rst), .q(out[14]));
	dff dff_15(.d(in[15]), .clk(clk), .rst(rst), .q(out[15]));
endmodule
module dec3to8 (in, out);
	input	[2:0]	in;
	output	[7:0]	out;
	assign out[0] = ~in[0]&~in[1]&~in[2];
	assign out[1] = in[0]&~in[1]&~in[2];
	assign out[2] = ~in[0]&in[1]&~in[2];
	assign out[3] = in[0]&in[1]&~in[2];
	assign out[4] = ~in[0]&~in[1]&in[2];
	assign out[5] = in[0]&~in[1]&in[2];
	assign out[6] = ~in[0]&in[1]&in[2];
	assign out[7] = in[0]&in[1]&in[2];
endmodule
module dff (
            q,
            d, clk, rst
            );
    output         q;
    input          d;
    input          clk;
    input          rst;
    reg            state;
    assign #(1) q = state;
    always @(posedge clk) begin
      state = rst? 0 : d;
    end
endmodule
File: design/flow/run.sh
#!/bin/bash
# OpenROAD 26Q1-2900-gdf79404cd8, Yosys 0.63+post, stock flow scripts
make -C /OpenROAD-flow-scripts/flow DESIGN_CONFIG=/design/flow/config.mk WORK_HOME=/design/flow/orfs finish
File: design/flow/config.mk
export PLATFORM = sky130hd
export DESIGN_NAME = decode
export DESIGN_NICKNAME = decode
export VERILOG_FILES = /design/flow/design.v
export SDC_FILE = /design/flow/constraint.sdc
export NUM_CORES = 4
export LEC_CHECK = 1
export CORE_UTILIZATION = 30
File: design/flow/constraint.sdc
current_design decode

set clk_period 5.1
set clk_io_pct 0.2

create_clock -name clk0 -period $clk_period [get_ports {clk}]

set non_clock_inputs [all_inputs -no_clocks]
set_input_delay [expr $clk_period * $clk_io_pct] -clock clk0 $non_clock_inputs
set_output_delay [expr $clk_period * $clk_io_pct] -clock clk0 [all_outputs]
==> out/qor.tcl <==
set qor(cts-root-to-sink-buffers) 2
set qor(hold_path_end) {decodeRegisters.R4.dff_12.state}
set qor(grt_start_max_net_pins) 75
set qor(power_consumption_w) 0.002632
set qor(clkLatencyLatePin_ns) 0.42
set qor(post_synth_area_from_yosys_stat_um2) 7616
set qor(detailed_place_hpwl_mm) 16.10
set qor(hold_buffers) 0
set qor(cp.arrival_ns) 3.61
set qor(finalWorstPathRequiredPeriod_ns) 4.631
set qor(regToRegStartpoint) {decodeRegisters.R5.dff_12.state}
set qor(synth_largest_type_area_fraction_pct) 33.65
set qor(r2r-end) {decodeRegisters.R5.dff_12.state}
set qor(dr.first_iter.drc_count) 471
set qor(grt-busiest-layer) {met2}
set qor(power.static_leakage_nw) 3.129
set qor(num_io_pins) 116
set qor(rsz0062_at_grt) {false}
set qor(hold_path_class) {register to register}
set qor(synth.yosys.seq_area_share_pct) 33.65
set qor(placeableCoreArea_um2) 24600
set qor(synth.cell_area_um2) 7616
set qor(post_route_cells_drive_above_1_share_pct) 11.94
set qor(ff2ff_path_depth) 2
set qor(drtAntennaViolNets) 0
set qor(enable_flop_cells) 0
set qor(via_count_of_the_first_global_routing_pass) 6960
set qor(via_per_inst) 5.267
set qor(cts_tree) {built}
set qor(fp-utilization_pct) 30.95
set qor(grt.met3_usage_pct) 5.214
set qor(end_kind) {output port}
set qor(ys_warn_count) 3
set qor(grt_pass1_wl_mm) 40.01
set qor(final-hold-violation-count) 0
set qor(synth.ff_latch_count) 128
set qor(p_per_area_nw_per_um2) 288.7
set qor(fmax_ghz) 0.2159
set qor(clock-sinks) 128
set qor(multi_input_comb_area_um2) 4339
set qor(cts.reportedPaths.clkPinSlew_ns) 0.05
set qor(route.final.wire_length_mm) 25.70
set qor(timing.clock.skew_ns) 0
set qor(grt_use_total_pct) 20.43
set qor(cts_setup_buffers) 0
set qor(syn_area_per_cell_um2) 7.654
set qor(hold_path.startpoint) {decodeRegisters.R4.dff_12.state}
set qor(layout-area-overhead-vs-synth_pct) 19.68
set qor(use_met1_pct) 28.28
set qor(floorplan.rows) 57
set qor(ir_worst_vdd_v) 0.0002161
set qor(floorplan.die.height_um) 161.3
set qor(slew_viol_final) 0
set qor(grt_antenna_before_repair) 2
set qor(port-buffer-count) 88
set qor(r2r_setup_slack_ns) 4.42
set qor(chip_area_um2) 26030
set qor(worstPathRequired_ns) 4.08
set qor(gr_met2_demand_resource_pct) 32.74
set qor(worstSetupPathType) {input pin to output port}
set qor(routabilityCongestion) 0.8876
set qor(finalCritPeriodShare_pct) 90.81
set qor(detailedRoute.firstPassIterationCount) 5
set qor(cts_root_buffer) {sky130_fd_sc_hd__clkbuf_16}
set qor(postSynth.asyncResetShare_pct) 0
set qor(ys_cells) 995
set qor(timing.max_cap.violations) 0
set qor(cts_made_buffers) 17
set qor(worst_pin_slew_ns) 0.8913
set qor(largest_fanout_of_any_net_on_the_critical_path) 11
set qor(seqCellArea_um2) 2562
set qor(yosysUniqueCellTypes) 51
set qor(cts-htree-levels) 4
set qor(top_cells_by_area) {sky130_fd_sc_hd__dfxtp_1, sky130_fd_sc_hd__nand2_1, sky130_fd_sc_hd__a21oi_1}
set qor(stage_log_warnings) 43
set qor(hold_path_depth) 2
set qor(floorplan.die.width_um) 161.3
set qor(run_status) {finished clean}
set qor(timing.critical_path.from_type) {input pin}
set qor(globalRoute.totalOverflow) 0
set qor(largest_area_cell) {sky130_fd_sc_hd__dfxtp_1}
set qor(route.vias.total) 7227
set qor(filler_cell_count) 2495
set qor(tns_ns) 0
set qor(relSlewSlack_pct) 40.51
set qor(drcViolationCount) 0
set qor(postSynthCellCount) 995
set qor(dominantRegCellSynth) {sky130_fd_sc_hd__dfxtp_1}
set qor(timing.final.setup_violations) 0
set qor(postCtsResizedCells) 0
set qor(wl_per_cell_um) 18.73
==> per-layer routing <==
metal | share of wire, % | routed length [µm]
met1 | 42 | 10880
met2 | 46 | 11900
met3 | 8.8 | 2261
met4 | 2.5 | 641
met5 | 0.051 | 13
==> cell usage after synthesis, drive strengths merged (18+ instances only) <==
| master | count |
|---|---|
| nor2b | 18 |
| clkbuf | 34 |
| nand2b | 18 |
| nor2 | 40 |
| mux2i | 49 |
| a21oi | 132 |
| a221oi | 28 |
| nand2 | 302 |
| inv | 22 |
| o22ai | 28 |
| buf | 69 |
| o31ai | 29 |
| dfxtp | 128 |
==> placed cells by master, fill, tap and decap left out, types with 3 or more instances in the layout <==
cell type and instances:
sky130_fd_sc_hd__a221oi_2 23, sky130_fd_sc_hd__clkdlybuf4s50_1 83, sky130_fd_sc_hd__mux2i_1 49, sky130_fd_sc_hd__nor2_2 3, sky130_fd_sc_hd__nand2b_1 17, sky130_fd_sc_hd__and4b_1 4, sky130_fd_sc_hd__xnor2_1 6, sky130_fd_sc_hd__o221ai_1 3
sky130_fd_sc_hd__o31ai_1 15, sky130_fd_sc_hd__nand3_1 7, sky130_fd_sc_hd__dfxtp_1 128, sky130_fd_sc_hd__clkinvlp_4 4, sky130_fd_sc_hd__a21oi_1 132, sky130_fd_sc_hd__clkinv_2 4, sky130_fd_sc_hd__nor3_1 13, sky130_fd_sc_hd__a22o_1 12
sky130_fd_sc_hd__o2bb2ai_1 11, sky130_fd_sc_hd__nand2_1 301, sky130_fd_sc_hd__nor2_4 4, sky130_fd_sc_hd__inv_1 21, sky130_fd_sc_hd__buf_4 35, sky130_fd_sc_hd__o31ai_2 14, sky130_fd_sc_hd__clkbuf_16 17, sky130_fd_sc_hd__o22ai_1 28
sky130_fd_sc_hd__a221oi_1 5, sky130_fd_sc_hd__nor2b_1 18, sky130_fd_sc_hd__buf_2 4, sky130_fd_sc_hd__nor2_1 33, sky130_fd_sc_hd__a21o_1 8, sky130_fd_sc_hd__nand3b_1 4, sky130_fd_sc_hd__o21ai_1 3, sky130_fd_sc_hd__o21ai_0 4
==> where the power goes <==
group	internal, W	switching, W
logic	0.000170	0.000215
registers	0.00102	0.0000157
clock network	0.000744	0.000466
==> through the flow <==
step	hold WS [ns]	std cells	util [%]	cell area [µm²]	setup WS, ns
2_1_floorplan	0.4363	995	-	7616	2.086
3_3_place_gp	0.4423	1339	34.64	8523	0.5129
3_5_place_dp	0.4505	1339	34.64	8523	0.5067
4_1_cts	0.4581	1371	37.04	9112	0.5013
5_1_grt	0.4750	1371	37.04	9112	0.3715
6_report	0.4567	1372	37.05	9115	0.4688
==> cells by family (layout without fill, tap and decap cells) <==
logic type      Yosys count  in the layout  synth area share, %
compound gates          265            265                24.94
flops                   128            128                33.65
simple gates            419            419                24.27
mux                      51             51                7.031
other cells               1              2              0.04924
buf+inv                 125            177                9.381
xor+xnor                  6              6               0.6900
==> worst max-delay path by stage <==
stage | start | end | cells past startpoint
after global routing | read2RegSel[0] | read2Data[6] | 7
after CTS | read2RegSel[0] | read2Data[6] | 7
final | read2RegSel[0] | read2Data[6] | 6
==> area by class of cell <==
class	instances	area share, %
Multi-Input combinational cell	742	47.60
Sequential cell	128	28.11
Timing Repair Buffer	123	12.44
Clock buffer	19	4.969
Tap cell	324	4.447
Clock inverter	13	1.496
Inverter	22	0.9060
Antenna cell	1	0.02745
==> worst max-delay path, cell delays in order <==
cell and delay [ns]:
sky130_fd_sc_hd__clkdlybuf4s50_1 0.84, sky130_fd_sc_hd__nand2_1 0.38, sky130_fd_sc_hd__o21ai_0 0.29, sky130_fd_sc_hd__nor3_1 0.07, sky130_fd_sc_hd__o31ai_1 0.44, sky130_fd_sc_hd__clkdlybuf4s50_1 0.56
No activity file was given, so power comes from the tool's default toggle rates.
